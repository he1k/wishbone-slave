### /design/flow/run.sh
#!/bin/bash
# OpenROAD 26Q1-2900-gdf79404cd8, Yosys 0.63+post, stock flow scripts
make -C /OpenROAD-flow-scripts/flow DESIGN_CONFIG=/design/flow/config.mk WORK_HOME=/design/flow/orfs finish
### /design/flow/config.mk
export PLATFORM = sky130hd
export DESIGN_NAME = WishboneSlave
export DESIGN_NICKNAME = WishboneSlave
export VERILOG_FILES = /design/flow/design.v
export SDC_FILE = /design/flow/constraint.sdc
export NUM_CORES = 4
export LEC_CHECK = 1
export CORE_UTILIZATION = 30
### /design/flow/constraint.sdc
current_design WishboneSlave

set clk_period 8.1
set clk_io_pct 0.2

create_clock -name clk0 -period $clk_period [get_ports {clock}]

set non_clock_inputs [all_inputs -no_clocks]
set_input_delay [expr $clk_period * $clk_io_pct] -clock clk0 $non_clock_inputs
set_output_delay [expr $clk_period * $clk_io_pct] -clock clk0 [all_outputs]
### /design/flow/design.v
module WishboneSlavePC(
  input         clock,
  input         reset,
  input         io_wb_stb,
  input         io_wb_cyc,
  input         io_wb_we,
  input  [31:0] io_wb_din,
  input  [31:0] io_wb_addr,
  output        io_wb_ack,
  output [31:0] io_wb_dout,
  output        io_pc_reset,
  output        io_pc_stall,
  output [29:0] io_pc_bootAddr
);
  reg  resetReg;  
  reg  stallReg;  
  reg [29:0] bootAddrReg;  
  wire  _write_T = io_wb_stb & io_wb_cyc;  
  wire  _write_T_2 = io_wb_addr == 32'h30000000;  
  wire  write = io_wb_stb & io_wb_cyc & io_wb_we & io_wb_addr == 32'h30000000;  
  wire  read = _write_T & ~io_wb_we & _write_T_2;  
  wire [31:0] _io_wb_dout_T_1 = {bootAddrReg,stallReg,resetReg};  
  wire [31:0] _GEN_0 = read ? _io_wb_dout_T_1 : 32'h0;  
  wire  _GEN_1 = write ? io_wb_din[0] : resetReg;  
  wire [31:0] _GEN_4 = write ? 32'h0 : _GEN_0;  
  wire  _GEN_5 = io_wb_ack ? _GEN_1 : resetReg;  
  assign io_wb_ack = io_wb_stb & _write_T_2;  
  assign io_wb_dout = io_wb_ack ? _GEN_4 : 32'h0;  
  assign io_pc_reset = resetReg;  
  assign io_pc_stall = stallReg;  
  assign io_pc_bootAddr = bootAddrReg;  
  always @(posedge clock) begin
    resetReg <= reset | _GEN_5;  
    if (reset) begin  
      stallReg <= 1'h0;  
    end else if (io_wb_ack) begin  
      if (write) begin  
        stallReg <= io_wb_din[1];  
      end
    end
    if (reset) begin  
      bootAddrReg <= 30'h1;  
    end else if (io_wb_ack) begin  
      if (write) begin  
        bootAddrReg <= io_wb_din[31:2];  
      end
    end
  end
endmodule
module WishboneSlaveROM(
  input         clock,
  input         reset,
  input         io_wb_stb,
  input         io_wb_cyc,
  input         io_wb_we,
  input  [31:0] io_wb_din,
  input  [31:0] io_wb_addr,
  output        io_wb_ack,
  output [31:0] io_wb_dout,
  output        io_rom_we,
  output [31:0] io_rom_data,
  output [31:0] io_rom_addr
);
  reg  WBReg_we;  
  reg [31:0] WBReg_data;  
  reg [31:0] WBReg_addr;  
  wire  _read_T = io_wb_stb & io_wb_cyc;  
  wire  read = io_wb_stb & io_wb_cyc & ~io_wb_we;  
  wire  write = _read_T & io_wb_we;  
  wire  _GEN_0 = read & WBReg_we;  
  wire  _GEN_2 = write ? 1'h0 : _GEN_0;  
  wire [31:0] _GEN_3 = read ? WBReg_data : 32'h0;  
  wire [31:0] _GEN_4 = write ? io_wb_din : WBReg_data;  
  wire [31:0] _GEN_5 = write ? 32'h0 : _GEN_3;  
  wire [31:0] _GEN_6 = read ? WBReg_addr : 32'h0;  
  wire [31:0] _GEN_7 = write ? io_wb_din : WBReg_addr;  
  wire [31:0] _GEN_8 = write ? 32'h0 : _GEN_6;  
  wire [31:0] _GEN_9 = 32'h3000000c == io_wb_addr ? _GEN_7 : WBReg_addr;  
  wire [31:0] _GEN_10 = 32'h3000000c == io_wb_addr ? _GEN_8 : 32'h0;  
  wire [31:0] _GEN_12 = 32'h30000008 == io_wb_addr ? _GEN_5 : _GEN_10;  
  wire [31:0] _GEN_15 = 32'h30000004 == io_wb_addr ? {{31'd0}, _GEN_2} : _GEN_12;  
  assign io_wb_ack = io_wb_stb & (io_wb_addr == 32'h30000004 | io_wb_addr == 32'h30000008 | io_wb_addr == 32'h3000000c);  
  assign io_wb_dout = io_wb_ack ? _GEN_15 : 32'h0;  
  assign io_rom_we = WBReg_we;  
  assign io_rom_data = WBReg_data;  
  assign io_rom_addr = WBReg_addr;  
  always @(posedge clock) begin
    if (reset) begin  
      WBReg_we <= 1'h0;  
    end else if (io_wb_ack) begin  
      if (32'h30000004 == io_wb_addr) begin  
        if (write) begin  
          WBReg_we <= io_wb_din[0];  
        end
      end
    end
    if (reset) begin  
      WBReg_data <= 32'h0;  
    end else if (io_wb_ack) begin  
      if (!(32'h30000004 == io_wb_addr)) begin  
        if (32'h30000008 == io_wb_addr) begin  
          WBReg_data <= _GEN_4;
        end
      end
    end
    if (reset) begin  
      WBReg_addr <= 32'h0;  
    end else if (io_wb_ack) begin  
      if (!(32'h30000004 == io_wb_addr)) begin  
        if (!(32'h30000008 == io_wb_addr)) begin  
          WBReg_addr <= _GEN_9;
        end
      end
    end
  end
endmodule
module WishboneSlave(
  input         clock,
  input         reset,
  input         io_wb_stb,
  input         io_wb_cyc,
  input         io_wb_we,
  input  [3:0]  io_wb_sel,
  input  [31:0] io_wb_din,
  input  [31:0] io_wb_addr,
  output        io_wb_ack,
  output [31:0] io_wb_dout,
  output        io_patmos_pc_reset,
  output        io_patmos_pc_stall,
  output [29:0] io_patmos_pc_bootAddr,
  output        io_patmos_rom_we,
  output [31:0] io_patmos_rom_data,
  output [31:0] io_patmos_rom_addr
);
  wire  slavePC_clock;  
  wire  slavePC_reset;  
  wire  slavePC_io_wb_stb;  
  wire  slavePC_io_wb_cyc;  
  wire  slavePC_io_wb_we;  
  wire [31:0] slavePC_io_wb_din;  
  wire [31:0] slavePC_io_wb_addr;  
  wire  slavePC_io_wb_ack;  
  wire [31:0] slavePC_io_wb_dout;  
  wire  slavePC_io_pc_reset;  
  wire  slavePC_io_pc_stall;  
  wire [29:0] slavePC_io_pc_bootAddr;  
  wire  slaveROM_clock;  
  wire  slaveROM_reset;  
  wire  slaveROM_io_wb_stb;  
  wire  slaveROM_io_wb_cyc;  
  wire  slaveROM_io_wb_we;  
  wire [31:0] slaveROM_io_wb_din;  
  wire [31:0] slaveROM_io_wb_addr;  
  wire  slaveROM_io_wb_ack;  
  wire [31:0] slaveROM_io_wb_dout;  
  wire  slaveROM_io_rom_we;  
  wire [31:0] slaveROM_io_rom_data;  
  wire [31:0] slaveROM_io_rom_addr;  
  wire [31:0] _GEN_0 = slaveROM_io_wb_ack ? slaveROM_io_wb_dout : 32'h0;  
  WishboneSlavePC slavePC (  
    .clock(slavePC_clock),
    .reset(slavePC_reset),
    .io_wb_stb(slavePC_io_wb_stb),
    .io_wb_cyc(slavePC_io_wb_cyc),
    .io_wb_we(slavePC_io_wb_we),
    .io_wb_din(slavePC_io_wb_din),
    .io_wb_addr(slavePC_io_wb_addr),
    .io_wb_ack(slavePC_io_wb_ack),
    .io_wb_dout(slavePC_io_wb_dout),
    .io_pc_reset(slavePC_io_pc_reset),
    .io_pc_stall(slavePC_io_pc_stall),
    .io_pc_bootAddr(slavePC_io_pc_bootAddr)
  );
  WishboneSlaveROM slaveROM (  
    .clock(slaveROM_clock),
    .reset(slaveROM_reset),
    .io_wb_stb(slaveROM_io_wb_stb),
    .io_wb_cyc(slaveROM_io_wb_cyc),
    .io_wb_we(slaveROM_io_wb_we),
    .io_wb_din(slaveROM_io_wb_din),
    .io_wb_addr(slaveROM_io_wb_addr),
    .io_wb_ack(slaveROM_io_wb_ack),
    .io_wb_dout(slaveROM_io_wb_dout),
    .io_rom_we(slaveROM_io_rom_we),
    .io_rom_data(slaveROM_io_rom_data),
    .io_rom_addr(slaveROM_io_rom_addr)
  );
  assign io_wb_ack = slavePC_io_wb_ack | slaveROM_io_wb_ack;  
  assign io_wb_dout = slavePC_io_wb_ack ? slavePC_io_wb_dout : _GEN_0;  
  assign io_patmos_pc_reset = slavePC_io_pc_reset;  
  assign io_patmos_pc_stall = slavePC_io_pc_stall;  
  assign io_patmos_pc_bootAddr = slavePC_io_pc_bootAddr;  
  assign io_patmos_rom_we = slaveROM_io_rom_we;  
  assign io_patmos_rom_data = slaveROM_io_rom_data;  
  assign io_patmos_rom_addr = slaveROM_io_rom_addr;  
  assign slavePC_clock = clock;
  assign slavePC_reset = reset;
  assign slavePC_io_wb_stb = io_wb_stb;  
  assign slavePC_io_wb_cyc = io_wb_cyc;  
  assign slavePC_io_wb_we = io_wb_we;  
  assign slavePC_io_wb_din = io_wb_din;  
  assign slavePC_io_wb_addr = io_wb_addr;  
  assign slaveROM_clock = clock;
  assign slaveROM_reset = reset;
  assign slaveROM_io_wb_stb = io_wb_stb;  
  assign slaveROM_io_wb_cyc = io_wb_cyc;  
  assign slaveROM_io_wb_we = io_wb_we;  
  assign slaveROM_io_wb_din = io_wb_din;  
  assign slaveROM_io_wb_addr = io_wb_addr;  
endmodule
==> node_exporter_impl.prom <==
# HELP chip_impl_metric Implementation results
# TYPE chip_impl_metric gauge
chip_impl_metric{name="seq_area_frac_synth",unit="%"} 39.3
chip_impl_metric{name="crit_path_max_fanout",unit=""} 28
chip_impl_metric{name="yosysWarnings",unit=""} 2
chip_impl_metric{name="fraction_of_layout_cells_with_a_size_suffix_above_1",unit="%"} 5.84
chip_impl_metric{name="floorplan.io_pins",unit=""} 203
chip_impl_metric{name="clockBufferDepth",unit=""} 2
chip_impl_metric{name="detail_route.antenna_diodes",unit=""} 0
chip_impl_metric{name="postSynthRegisterBits",unit=""} 97
chip_impl_info{name="startpoint_type",value="input port"} 1
chip_impl_metric{name="post_synthesis_cell_area",unit="um^2"} 4950
chip_impl_metric{name="postSynthCellCount",unit=""} 518
chip_impl_metric{name="worst_ir_drop_vdd",unit="V"} 0.000122
chip_impl_metric{name="vias",unit=""} 4183
chip_impl_info{name="critical_setup_path_kind",value="in2out"} 1
chip_impl_metric{name="grt_usage",unit="%"} 17.1
chip_impl_info{name="cts_tree",value="yes"} 1
chip_impl_metric{name="finalWorstSetupSlack",unit="ps"} 2140
chip_impl_metric{name="die_y",unit="um"} 130
chip_impl_metric{name="globalRouteOverflowTotal",unit=""} 0
chip_impl_metric{name="route.antenna.remaining_nets",unit=""} 0
chip_impl_metric{name="placed_wire_length_estimate_after_detailed_placement",unit="um"} 9620
chip_impl_metric{name="setup_viol",unit=""} 0
chip_impl_metric{name="area.combinational",unit="um^2"} 2780
chip_impl_info{name="regToRegEndpoint",value="slavePC.bootAddrReg[2]$_SDFFE_PP0P_"} 1
chip_impl_info{name="mostFrequentLayoutCell",value="clkdlybuf4s50_1"} 1
chip_impl_metric{name="number_of_max_slew_violations_in_the_final_report",unit=""} 0
chip_impl_metric{name="share_of_the_core_filled_with_cells_in_the_final_layout",unit="%"} 45.9
chip_impl_metric{name="cts_hold_buf",unit=""} 0
chip_impl_metric{name="wl_per_cell",unit="um"} 15.6
chip_impl_info{name="holdCritPathClass",value="reg2reg"} 1
chip_impl_info{name="clk_root_buffer_cell",value="clkbuf_16"} 1
chip_impl_info{name="mostFrequentLayoutCells",value="clkdlybuf4s50_1 (195), nand2b_1 (128), mux2i_1 (127), dfxtp_1 (97), nor2_1 (66)"} 1
chip_impl_info{name="endpoint_kind",value="output port"} 1
chip_impl_metric{name="drt_pre_antenna_iters",unit=""} 6
chip_impl_metric{name="totalWireLength",unit="um"} 14300
chip_impl_metric{name="avgViaCountPerCell",unit=""} 4.56
chip_impl_metric{name="die_w",unit="um"} 130
chip_impl_metric{name="timing_worst_slew_pin_value",unit="ps"} 835
chip_impl_metric{name="postCtsSetupRepairBufs",unit=""} 0
chip_impl_metric{name="max-slew-margin-rel",unit="%"} 44.4
chip_impl_metric{name="register_area",unit="um^2"} 1940
chip_impl_metric{name="warnings",unit=""} 29
chip_impl_metric{name="finalClockPeriodUsage",unit="%"} 73.6
chip_impl_metric{name="cts_inserted_buffers",unit=""} 9
chip_impl_metric{name="numPortBuffers",unit=""} 198
chip_impl_metric{name="cp.buffers_inverters",unit=""} 3
chip_impl_metric{name="detailedPlace.worstSlack",unit="ps"} 2110
chip_impl_metric{name="post_cts.resized_instances",unit=""} 0
chip_impl_metric{name="number_of_enable_flip_flop_cells",unit=""} 0
chip_impl_metric{name="initial_utilization",unit="%"} 30.9
chip_impl_metric{name="clock.fmax",unit="GHz"} 0.168
chip_impl_metric{name="chip_area",unit="um^2"} 17000
chip_impl_metric{name="rows",unit=""} 46
chip_impl_metric{name="reg2reg_depth",unit=""} 2
chip_impl_metric{name="async_reset_ff_share",unit="%"} 0
chip_impl_metric{name="required_time_of_the_critical_path",unit="ps"} 6480
chip_impl_metric{name="worst-r2r-setup-slack",unit="ps"} 7450
chip_impl_metric{name="fillCellCount",unit=""} 1518
chip_impl_metric{name="grt_antenna_before_repair",unit=""} 0
chip_impl_metric{name="coreArea",unit="um^2"} 16000
chip_impl_info{name="crit-reg2reg-launch",value="slavePC.bootAddrReg[2]$_SDFFE_PP0P_"} 1
chip_impl_info{name="cpLargestDelayFamily",value="buffers and inverters"} 1
chip_impl_metric{name="synth-area-yosys",unit="um^2"} 4950
chip_impl_info{name="setup.worst_path.start",value="io_wb_stb"} 1
chip_impl_metric{name="number_of_global_route_vias_before_repair",unit=""} 4082
chip_impl_metric{name="layout_stage_area_growth_over_the_synthesis_result",unit="%"} 48.5
chip_impl_metric{name="drv.max_cap_violation_count",unit=""} 0
chip_impl_metric{name="critPathArrivalTime",unit="ps"} 4340
chip_impl_info{name="critical_path.cell_chain",value="clkdlybuf4s50_1 > nor4b_4 > nand4_4 > or4_1 > buf_4 > nor2_1 > clkdlybuf4s50_1"} 1
chip_impl_metric{name="worst_hold_path.num_cells",unit=""} 2
chip_impl_metric{name="fin_hold_ws",unit="ps"} 490
chip_impl_info{name="rsz0062_at_grt",value="false"} 1
chip_impl_metric{name="detail_route.iter0.violations",unit=""} 123
chip_impl_metric{name="power_density",unit="nW/um^2"} 137
chip_impl_metric{name="clk_pin_slew_worst_paths",unit="ps"} 70
chip_impl_metric{name="ys_types",unit=""} 27
chip_impl_info{name="critPathCapture",value="io_wb_dout[31]"} 1
chip_impl_metric{name="layout_min_cycle_time",unit="ps"} 5960
chip_impl_info{name="dominant_synthesized_flop_cell",value="dfxtp_1"} 1
chip_impl_metric{name="power.static_leakage",unit="nW"} 2.91
chip_impl_metric{name="grt_pass1_wl",unit="um"} 22000
chip_impl_metric{name="cp.depth",unit=""} 7
chip_impl_metric{name="cell_count_listed_in_synth_stat_txt",unit=""} 518
chip_impl_metric{name="finalSetupTns",unit="ps"} 0
chip_impl_metric{name="gp_congestion",unit=""} 0.781
chip_impl_metric{name="crit_path_max_incr_delay",unit="ps"} 670
chip_impl_info{name="outcome",value="complete, no violations"} 1
chip_impl_metric{name="skew",unit="ps"} 0
chip_impl_metric{name="hold_viol_final",unit=""} 0
chip_impl_info{name="crit_path_frequent_cell",value="clkdlybuf4s50_1"} 1
chip_impl_metric{name="pin_count_of_the_biggest_net_entering_global_routing",unit=""} 68
chip_impl_metric{name="remaining_drc_errors",unit=""} 0
chip_impl_metric{name="postLayoutCellArea",unit="um^2"} 7350
chip_impl_metric{name="place_area",unit="um^2"} 7030
chip_impl_info{name="crit_slowest_cell",value="or4_1"} 1
chip_impl_metric{name="clock_tree.htree_level_count",unit=""} 3
chip_impl_metric{name="postSynthAreaPerCell",unit="um^2"} 9.55
chip_impl_metric{name="clk-insertion-delay-late",unit="ps"} 340
chip_impl_metric{name="cts_sinks",unit=""} 97
[power breakdown]
| part | switching (mW) | leakage, nW | total, mW | internal [mW] |
|---|---|---|---|---|
| Combinational | 0.0344 | 1.98 | 0.0811 | 0.0466 |
| Clock | 0.181 | 0.146 | 0.451 | 0.270 |
| Sequential | 0.0000000000180 | 0.781 | 0.477 | 0.477 |
[worst min-delay path by stage]
stage | startpoint | to | slack [ps]
finish | slaveROM.WBReg_data[23]$_SDFFE_PP0P_ | slaveROM.WBReg_data[23]$_SDFFE_PP0P_ | 490
global route | slavePC.bootAddrReg[28]$_SDFFE_PP0P_ | slavePC.bootAddrReg[28]$_SDFFE_PP0P_ | 510
CTS | slaveROM.WBReg_addr[4]$_SDFFE_PP0P_ | slaveROM.WBReg_addr[4]$_SDFFE_PP0P_ | 490
[per-layer routing]
layer / GRT usage (%) / part of all wire [%] / vias up
met5: 0 / 0 / -
met4: 1.49 / 0.92 / 0
met3: 6.01 / 8.2 / 9
met2: 28.0 / 45 / 138
met1: 22.9 / 46 / 1937
li1: - / - / 2099
[cell usage after synthesis, drive strengths merged (2+ instances only)]
cell type	count	area, um^2
a21oi	31	155
buf	18	154
clkbuf	21	78.8
dfxtp	97	1940
mux2i	127	1270
nand2b	128	801
nand3	4	20.0
nand4	2	33.8
nor2	66	248
nor2b	3	18.8
nor3	5	40.0
nor4	5	80.1
or3	3	18.8
[sequential cells by signal (all words and copies together), names as in the netlist]
register,count
slavePC.resetReg,1
slaveROM.WBReg_we,1
slavePC.bootAddrReg,30
slaveROM.WBReg_addr,32
slaveROM.WBReg_data,32
slavePC.stallReg,1
[area by class of cell]
type	count	area share, %
clock buffer	11	3.17
clock inverter	5	1.09
inverter	1	0.0511
multi-input combinational	381	37.9
sequential	97	26.4
tap	216	3.68
timing repair buffer	207	27.7
[cell families (layout without fill, tap and decap cells)]
| logic type | after synthesis | after routing | synth area share [%] |
|---|---|---|---|
| simple gates | 221 | 221 | 26.6 |
| mux | 128 | 128 | 26.2 |
| flops | 97 | 97 | 39.3 |
| buf+inv | 40 | 224 | 4.78 |
| compound gates | 32 | 32 | 3.26 |
[worst reg2reg max path: stages (launching register included)]
cell and delay [ps]:
dfxtp_1 370, nand2b_1 80, mux2i_1 130
[stage by stage]
| stage | power [mW] | std cells |
|---|---|---|
| global route | 1.05 | 918 |
| floorplan | 0.525 | 518 |
| detailed placement | 0.570 | 902 |
| CTS | 1.03 | 918 |
| finish | 1.01 | 918 |
| global placement | 0.569 | 902 |
Power and IR drop assume default switching activity.
